$ cat design.v
module spi_master #(
  parameter sys_clk = 50_000_000,
  parameter spi_clk = 10_000_000
)(
  input clk,
  input rst_n,
  input start,
  input [7:0]tx_data,
  output reg [7:0]rx_data,
  output reg done,
  output reg mosi,
  output reg cs_n,
  output reg s_clk,
  input miso
);
  reg [7:0]tx_shift;
  reg [7:0]rx_shift;
  reg [1:0]state;
  reg [31:0]base_count;
  reg s_clk_prev;
  reg enable;  
  localparam N = sys_clk / spi_clk;
  reg [3:0] count;
  localparam idle = 2'd0;
  localparam transfer = 2'd1;
  localparam over = 2'd2;
  wire sclk_rise;
  wire sclk_fall;
  always @(posedge clk or negedge rst_n) begin
    if(!rst_n) s_clk_prev <= 0;
    else       s_clk_prev <= s_clk;
  end
  assign sclk_rise = (!s_clk_prev) & (s_clk);
  assign sclk_fall = (s_clk_prev) & (!s_clk);
  always @(posedge clk or negedge rst_n) begin
    if(!rst_n) begin
      base_count <= 0;
      s_clk <= 0;
    end
    else if (enable) begin  
      if(base_count == N-1)
        base_count <= 0;
      else
        base_count <= base_count + 1'b1;
      if (base_count < (N/2))
        s_clk <= 0;
      else
        s_clk <= 1;
    end
    else begin  
      base_count <= 0;
      s_clk <= 0;
    end
  end
  always @(posedge clk or negedge rst_n) begin
    if(!rst_n) begin
      cs_n <= 1;
      mosi <= 0;
      done <= 0;
      count <= 0;
      tx_shift <= 0;
      rx_shift <= 0;
      rx_data <= 0;
      enable <= 0;  
      state <= idle;
    end
    else begin
      case(state)
        idle : begin
          done <= 0;
          if(start) begin
            cs_n <= 0;
            tx_shift <= tx_data;
            rx_shift <= 0;
            enable <= 1;  
            state <= transfer;
          end
          else 
            state <= idle;
        end
        transfer : begin
          if(sclk_rise) begin
            rx_shift <= {rx_shift[6:0], miso};
            if(count == 8) begin
              state <= over;
            end
            else begin
              count <= count + 1'b1;
            end
          end
          if(sclk_fall) begin
            mosi <= tx_shift[7];
            tx_shift <= {tx_shift[6:0], 1'b0};
          end
        end
        over : begin
          cs_n <= 1;
          enable <= 0; 
          rx_data <= rx_shift;
          count <= 0;
          done <= 1;
          state <= idle;
        end
        default : state <= idle;
      endcase
    end
  end
endmodule
$ cat config.mk
export PLATFORM = sky130hd
export DESIGN_NAME = spi_master
export DESIGN_NICKNAME = spi_master
export VERILOG_FILES = /design/flow/design.v
export SDC_FILE = /design/flow/constraint.sdc
export NUM_CORES = 4
export LEC_CHECK = 1
export CORE_UTILIZATION = 40
$ cat run.sh
#!/bin/bash
# OpenROAD 26Q1-2900-gdf79404cd8, Yosys 0.63+post, stock flow scripts
make -C /OpenROAD-flow-scripts/flow DESIGN_CONFIG=/design/flow/config.mk WORK_HOME=/design/flow/orfs finish
$ cat constraint.sdc
current_design spi_master

set clk_period 6.4
set clk_io_pct 0.2

create_clock -name clk0 -period $clk_period [get_ports {clk}]

set non_clock_inputs [all_inputs -no_clocks]
set_input_delay [expr $clk_period * $clk_io_pct] -clock clk0 $non_clock_inputs
set_output_delay [expr $clk_period * $clk_io_pct] -clock clk0 [all_outputs]
==> impl_results.rst <==
Run summary
-----------

.. list-table::
   :header-rows: 1

   * - Metric
     - Value
   * - Overflow left after global routing
     - 0
   * - Run status
     - finished, final reports clean
   * - Worst Tran Pin Value
     - 0.8297 ns
   * - Switching power of the nets
     - roughly 180 uW
   * - Clock skew after layout
     - approximately 0.0084 ns
   * - Vert. Die Dim
     - 93.29 um
   * - Required time reported for the critical path endpoint
     - 5.12 ns
   * - Post-CTS Setup Inserts
     - 0
   * - Critical setup path kind
     - reg2out
   * - Horizontal extent of the die
     - around 93 um
   * - Worst Hold Launch
     - count[3]
   * - Area share, top type
     - 0.5030
   * - Total negative setup slack
     - 0 ns
   * - Most used flip-flop cell
     - dfrtp_1
   * - Buffering stage count on the worst path with inverters included
     - 1
   * - Crit path cell chain
     - clkdlybuf4s50_1
   * - Worst stage delay on the critical path
     - around 0.55 ns
   * - CP Max Fanout
     - 3
   * - Diode count
     - 0
   * - Max-cap viol count
     - 0
   * - Peak clock frequency supported by timing
     - 0.3811 GHz
   * - Most area-consuming cells after synthesis
     - dfrtp_1 (50%), a21oi_1 (3.8%), nand2_1 (3.6%)
   * - Router iterations before antenna repair
     - 4
   * - Number of global-route vias before repair
     - 2,428
   * - Static Leakage
     - 0.001574 uW
   * - Slowest cell on the critical path
     - dfstp_2
   * - Leading cell types by count after synthesis
     - dfrtp_1 (67), nand2_1 (32), nor2_1 (26)
   * - Warnings from Yosys
     - 1
   * - Placer's final routability congestion estimate
     - 0.8536
   * - Crit path arrival time
     - 1.34 ns
   * - Yosys stat area
     - approximately 0.0033 mm2
   * - Element type at the critical path end
     - output pin
   * - Number of buffers inserted during clock tree synthesis
     - 9
   * - Summed instance area of the synthesized netlist
     - 0.003333 mm2
   * - Site Rows
     - 32
   * - Depth of the most critical reg-to-reg path
     - 4
   * - Maximum number of pins on one net before global-route repair
     - 40
   * - Library cell used as clock root buffer
     - clkbuf_8
   * - Count of placed standard cells including taps
     - 451
   * - Number of OpenROAD warnings
     - 27
   * - Endpoint of the worst-slack reg-to-reg timing path
     - base_count[29]
   * - Final Setup Violations
     - 0
   * - Buffers on Ports
     - 23
   * - Fraction of layout instances using a drive strength above 1
     - 0.1068
   * - Global routing usage summed across all routing layers
     - 0.1715
   * - Die outline area
     - 0.008702 mm2
   * - End point of the most critical hold path
     - count[3]
   * - Number of DRC markers in iteration 0
     - approximately 74
   * - Total of hold buffers inserted after clock tree synthesis
     - 0
   * - Initial Util
     - 0.4226
   * - Drt wl/cell
     - about 14 um
   * - ANT nets after route
     - 0
   * - Count of boundary I/O pins
     - 24
   * - Placeable core region
     - 0.007888 mm2
   * - Post-synth EDFFs
     - 0
   * - Hold-critical path depth
     - 1
   * - Clock share of power
     - 0.412
   * - First-pass GRT wire length
     - ~12,000 um
   * - Drc violations
     - 0
   * - Pre-CTS setup slack
     - 3.782 ns
   * - Worst VDD drop
     - 0.0001417 V
   * - Setup repair after global routing missed its margin
     - no
   * - Layout fillers
     - roughly 720
   * - Hold Crit Class
     - reg2reg
   * - Post-layout min period
     - between 2 and 3 ns
   * - Overall power of the completed layout
     - 768.3 uW
   * - Post-route standard cell area excluding fillers
     - 0.003831 mm2
   * - Switching portion of total power
     - 0.2401
   * - Clock transition at the registers of the reported paths
     - ~0.08 ns
   * - Initial antenna violation count
     - 0
   * - Fin. max-slew vios
     - 0
   * - Asr flop ratio synth
     - 1.000
   * - Clock sink total
     - 69
   * - Tcrit/Tclk final
     - 0.4100
   * - Total internal power
     - 583.9 uW
   * - Placed instance area
     - 0.003659 mm2
   * - Number of unique standard cell types used by synthesis
     - 41
   * - Final-report hold violation count
     - 0
   * - CTS tree
     - done
   * - Mean Syn Cell Area
     - roughly 9.8 um2
   * - Kind of start point of the critical path
     - register
   * - Maximum clock insertion buffer count
     - 2
   * - Pwr per Cell Area
     - 200.5 mW/mm2
   * - Worst-skew pair later-pin latency
     - 0.35 ns
   * - Number of non-filler instances in the completed layout
     - between 400 and 500
   * - Cell type with the highest aggregate area in the netlist
     - dfrtp_1
   * - Post-cts sizing count
     - 0
   * - Total number of vias
     - about 2,600
   * - Number of cells in Yosys stat
     - approximately 340
   * - Relative contribution of sequential cells to total power
     - 0.567
   * - Most common cell in the synthesized netlist
     - dfrtp_1
   * - Post-synthesis sequential area ratio
     - 0.5188
   * - Drt via density
     - ~5.5
   * - CTS HTree Levels
     - 3
   * - Kind of cell adding the most delay to the critical path
     - flip-flops
   * - Combinational cell fraction of total power
     - 0.021
   * - Area growth, synth to finish
     - 14.94%
   * - Launch instance of the worst register-to-register path
     - base_count[8]
   * - Slew margin rel.
     - 0.4468
   * - Flip-flop and latch count after synthesis
     - slightly below 70
   * - Post-Syn Instances
     - 339
   * - Setup ws final
     - 3.776 ns
   * - HPWL after detailed placement
     - ~4300 um
   * - Sum of routed wire length over all layers
     - 6549 um
   * - Worst R2R Setup Slack
     - between 4 and 5 ns
## worst max path at each step
| stage | from | depth (start not counted) | to |
|---|---|---|---|
| after global routing | cs_n | 1 | cs_n |
| after CTS | cs_n | 1 | cs_n |
| final | cs_n | 1 | cs_n |
## power groups by stage
stage                 Clock (uW)  Sequential [uW]  Combinational (uW)
final                        317              436                15.9
after CTS                    330              436                16.9
after global routing         347              436                18.7
## placed cells by master (no fill, tap or decap), types with 2 or more instances in the layout
master           synthesis  final
nand2_1                 32     32
nand3_1                 12     12
or4_1                    9      9
nand2b_1                 4      4
o41ai_1                  2      2
clkinv_2                 0      3
xnor2_1                  5      5
inv_1                   11     11
nor2_1                  26     26
dfrtp_1                 67     67
a31oi_1                  5      5
mux2_2                   9      9
a41oi_1                  2      2
nor4_1                  10     10
a21oi_1                 25     25
a21o_1                   2      2
ha_1                     4      4
xor2_1                   7      7
nor2b_1                  2      2
clkdlybuf4s50_1          0     22
dfstp_2                  2      2
clkbuf_8                 0      9
or3_1                    6      6
nor3_1                   6      6
or2_2                    2      2
o21ai_0                 18     18
o31ai_1                 10     10
mux2i_1                  8      8
buf_4                    0      6
inv_6                    0      2
and4_1                   4      4
and3_1                   4      4
and2_1                   5      5
nand4_1                 12     12
## layer usage
metal	routed length, um	vias up	track usage
met5	0	-	0
met3	282	7	0.04301
met2	2962	43	0.2598
met4	63	0	0.01410
met1	3241	1222	0.2707
li1	-	1283	-
## cell type report
| class | instances | area [um2] | area share |
|---|---|---|---|
| sequential | 69 | 1729 | 0.4513 |
| inverter | 11 | 41.29 | 0.01078 |
| timing repair buffer | 29 | 270.3 | 0.07054 |
| multi-input combinational | 240 | 1490 | 0.3890 |
| tap | 102 | 127.6 | 0.03331 |
| clock buffer | 9 | 123.9 | 0.03233 |
| clock inverter | 7 | 48.80 | 0.01274 |
## flip-flops by register name, summed over array words and instances, names as in the netlist
signal / flops
rx_data: 8
cs_n: 1
count: 4
s_clk_prev: 1
mosi: 1
enable: 1
done: 1
state: 3
rx_shift: 8
base_count: 32
s_clk: 1
tx_shift: 8
## per-stage QoR
step	hold slack, ns	utilization
after floorplan	0.3798	-
after global placement	0.4640	0.4638
after detailed placement	0.4713	0.4638
after CTS	0.4817	0.4857
after global routing	0.4971	0.4857
final	0.4746	0.4857
## logic make-up after synthesis
group | Yosys count | share of synthesized area
mux | 17 | 0.05443
simple gates | 137 | 0.2162
flops | 69 | 0.5188
buf+inv | 30 | 0.03416
xor+xnor | 12 | 0.03153
compound gates | 70 | 0.1299
fa+ha+maj | 4 | 0.01502
No activity file was given, so power comes from the tool's default toggle rates.
