<file path="config.mk">
export PLATFORM = sky130hd
export DESIGN_NAME = spi_slave
export DESIGN_NICKNAME = spi_slave
export VERILOG_FILES = /design/flow/design.v
export SDC_FILE = /design/flow/constraint.sdc
export NUM_CORES = 4
export LEC_CHECK = 1
export CORE_UTILIZATION = 30
</file>
<file path="constraint.sdc">
current_design spi_slave

set clk_period 2.4
set clk_io_pct 0.2

create_clock -name clk0 -period $clk_period [get_ports {s_clk}]

set non_clock_inputs [all_inputs -no_clocks]
set_input_delay [expr $clk_period * $clk_io_pct] -clock clk0 $non_clock_inputs
set_output_delay [expr $clk_period * $clk_io_pct] -clock clk0 [all_outputs]
</file>
<file path="run.sh">
#!/bin/bash
# OpenROAD 26Q1-2900-gdf79404cd8, Yosys 0.63+post, stock flow scripts
make -C /OpenROAD-flow-scripts/flow DESIGN_CONFIG=/design/flow/config.mk WORK_HOME=/design/flow/orfs finish
</file>
<file path="design.v">
module spi_slave (
  input s_clk,
  input rst_n,
  input cs_n,
  input mosi,
  output reg miso,
  input [7:0]tx_data,
  output reg [7:0]rx_data,
  output reg valid
);
  reg [3:0] count;
  reg [7:0] tx_shift;
  reg [7:0] rx_shift;
  reg cs_n_prev;
  wire cs_n_fall;
  always @(posedge s_clk or negedge rst_n)begin
    if(!rst_n) cs_n_prev <= 1;
    else cs_n_prev <= cs_n;
  end
  assign cs_n_fall = (cs_n_prev) & (!cs_n);
  always @(posedge s_clk or negedge rst_n) begin
    if(!rst_n)begin
      rx_data <= 0;
      count <= 0;
      valid <= 0;
      rx_shift <= 0;
    end
    else if(!cs_n)begin
      rx_shift <= {rx_shift[6:0],mosi};
      if(count == 8)begin
        count <= 0;
        valid <= 1;
        rx_data <= {rx_shift[6:0],mosi};
      end
      else begin
        count <= count + 1'b1;
        valid <= 0;
      end
    end
    else begin
      rx_data <= 0;
      count <= 0;
      valid <= 0;
      rx_shift <= 0;
    end
  end
  always @(posedge s_clk or negedge rst_n)begin
    if(!rst_n)begin
      tx_shift <= 0;
    end
    else if(cs_n_fall)begin
      tx_shift <= tx_data;
    end
    else if(!cs_n)begin
      tx_shift <= {tx_shift[6:0],1'b0};
    end
  end
  always @(negedge s_clk or negedge rst_n)begin
    if(!rst_n)begin
      miso <= 0;
    end
    else if(!cs_n)begin
      miso <= tx_shift[7];
    end
    else begin
      miso <= 0;
    end
  end
endmodule      
</file>
==> flow_metrics.tcl <==
# yosys + openroad results
set metrics [dict create \
    power_density_nw_per_um2 659 \
    violations "negative setup slack" \
    final_cell_mix "dfrtp_1, nand2_1, clkdlybuf4s50_1, nor2b_1" \
    setup_slack_ns -0.0583 \
    rr_endpoint "miso" \
    hp-start "tx_shift[2]" \
    drt-total-wl_mm 2.07 \
    synthCells 110 \
    vdd_drop_max_mv 0.369 \
    crit_fanout 1 \
    post-place-ws_ns -0.146 \
    worstMarginPinSlew_ns 0.385 \
    grt_use_total_pct 11.1 \
    syn_area_per_cell_um2 11.2 \
    rsz0062_at_grt "yes" \
    slew_headroom_pct 74.3 \
    worst-path-buf-inv 1 \
    ys_area_um2 1230 \
    dp_hpwl_mm 1.32 \
    path_cells "buf_2" \
    syn_to_final_growth_pct 27.2 \
    dieHeight_um 66.1 \
    critPathKind "reg2out" \
    vias 824 \
    top_cell_area_share_pct 56.9 \
    nFillCells 356 \
    cpPeakStageDelay_ns 0.41 \
    post_drt_wl_per_cell_um 11.3 \
    portBuffers 21 \
    grt_pass1_vias 795 \
    via_per_inst 4.50 \
    synth_area_um2 1230 \
    cp-start-kind "register" \
    power.leakage_nw 0.682 \
    grt_pass1_wl_mm 3.55 \
    yosys_cells 110 \
    top_area_cell "dfrtp_1" \
    antenna_found_initial 0 \
    slowest_stage "dfrtn_1" \
    cts_buffers 5 \
    first_iter_violations 54 \
    crit_path_end_kind "output pin" \
    cts.sinks 30 \
    antenna_cells 0 \
    top_logic_kind "simple AND/OR/NAND/NOR gates" \
    worstPathArrival_ns 1.98 \
    placed_cell_area_um2 1480 \
    fa_ha_area_share_pct 2.03 \
    ys_sh_mux_pct 5.69 \
    xor_share_pct 0 \
    cts_tree "done" \
    synth_cell_types 22 \
    fp_util_pct 32.4 \
    final_common_cell "dfrtp_1" \
    warning_count 28 \
    htreeDepth 2 \
    synth-seq-cells 30 \
    gr-total-overflow 0 \
    chip_area_um2 4370 \
    root_buffer "clkbuf_8" \
    slew_viol_final 0 \
    maxCapViolations 0 \
    coreArea_um2 3800 \
    min_path_cells 2 \
    yosysWarnings 1 \
    grt_max_degree 38 \
    postLayoutCoreUtil_pct 41.3 \
    die_w_um 66.1 \
    worstSkewPairLatency_ns 0.28 \
    status "finished, violations left" \
    hold_path.class "reg2reg" \
    worstPathRequired_ns 1.92 \
    fin_area_um2 1570 \
    final.setup.tns_ns -0.0583 \
    top_cells_by_area "dfrtp_1, nand2_1, a21oi_2, mux2i_1, nor2b_1" \
    drc 0 \
    fin_skew_ns 0.00565 \
    io_pins 22 \
    firstDrtPassIters 4 \
    r2r-start "tx_shift[7]" \
    drive_gt1_share_pct 15.6 \
    clockBufferDepth 2 \
    critPathTopFamily "flip-flops" \
    cts.clk_slew.worst_paths_ns 0.06 \
    final_antenna_net_count 0 \
    r2r_cells 1 \
    setup_viol 1 \
    r2r_setup_slack_ns 0.57 \
    ys_sh_simple_pct 18.0 \
    globalplace.congestion 0.762 \
    aoi_share_pct 9.75 \
    ys_seq_share_pct 61.0 \
    holdBufCountCts 0 \
    holdPathEnd "tx_shift[2]" \
    row_count 22 \
    hold_violations 0 \
]
==> per-stage QoR <==
stage | power, mW | instances | hold WS, ns
floorplan | 0.597 | 110 | 0.184
global placement | 0.637 | 175 | 0.470
detailed placement | 0.640 | 175 | 0.477
CTS | 1.05 | 183 | 0.493
global route | 1.08 | 183 | 0.522
finish | 1.03 | 183 | 0.489
==> flip-flops by register name, summed over array words and instances (netlist names) <==
signal,count
count,4
cs_n_prev,1
miso,1
rx_data,8
rx_shift,7
tx_shift,8
valid,1
==> cell families after synthesis <==
group / Yosys count
buffers and inverters: 8
and+or+nand+nor: 45
AOI/OAI and AO/OA: 18
DFF: 30
muxes: 7
adders and majority gates: 2
==> where the power goes <==
group          total, mW  switching, mW  internal (mW)
clock network      0.405          0.174          0.231
logic             0.0797         0.0390         0.0407
registers          0.550         0.0174          0.532
==> routing by layer <==
metal | GRT usage [%] | routed length (um) | vias to the layer above
li1 | - | - | 407
met1 | 15.4 | 980 | 385
met2 | 17.5 | 908 | 25
met3 | 3.50 | 142 | 7
met4 | 2.13 | 44 | 0
met5 | 0 | 0 | -
==> worst max-delay path by stage <==
| stage | start | endpoint | slack (ns) | cells past startpoint |
|---|---|---|---|---|
| 4_1_cts | miso | miso | -0.08 | 1 |
| 5_1_grt | miso | miso | -0.09 | 1 |
| 6_report | miso | miso | -0.06 | 1 |
==> final cells by class <==
| type | instances | area (um2) | area share (%) |
|---|---|---|---|
| Tap cell | 48 | 60.1 | 3.83 |
| Inverter | 2 | 7.51 | 0.479 |
| Sequential cell | 30 | 752 | 48.0 |
| Multi-Input combinational cell | 72 | 437 | 27.9 |
| Clock buffer | 7 | 86.3 | 5.51 |
| Timing Repair Buffer | 23 | 220 | 14.0 |
| Clock inverter | 1 | 5.00 | 0.319 |
==> synth_stat cells <==
cell type	count
buf_6	1
nand2b_1	2
dfrtp_1	28
o21ai_0	8
nor2_1	1
nand3b_2	1
nor2b_1	9
nand2_1	25
nand2_2	1
a21oi_2	8
dfstp_2	1
and3b_1	1
ha_1	2
a21oi_1	2
nand3b_1	1
inv_1	2
or2_0	1
buf_2	5
nor3_1	1
nand3_1	2
dfrtn_1	1
mux2i_1	7
==> timing repair <==
item                       in CTS  in global routing
cloned                          0                  0
setup endpoints to repair       1                  1
setup buffers                   0                  0
resized                         3                  0
No activity file was given, so power comes from the tool's default toggle rates.
